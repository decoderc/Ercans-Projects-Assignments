==> flow/design.v <==
module proc(DIN, Resetn, Clock, Run, Done, BusWires);
	input [15:0] DIN;
	input Resetn, Clock, Run;
	output Done;
	output [15:0] BusWires;
	parameter T0 = 2'b00, T1 = 2'b01, T2 = 2'b10, T3 = 2'b11;
	reg [15:0] BusWires;
	reg [0:7] Rin, Rout;
	reg [15:0] Sum;
	reg IRin, Done, DINout, Ain, Gin, Gout, AddSub, ADDRin,incr_pc,W_D,DOUTin;
	reg [1:0] Tstep_Q, Tstep_D;
	wire [2:0] I;
	wire [0:7] Xreg, Yreg;
	wire [15:0] R0, R1, R2, R3, R4, R5, R6, R7, A, G;
	wire [1:9] IR;
	wire [1:10] Sel; 
	assign I = IR[1:3];
	dec3to8 decX (IR[4:6], 1'b1, Xreg);
	dec3to8 decY (IR[7:9], 1'b1, Yreg);
	always @(Tstep_Q, Run, Done)
	begin
		case (Tstep_Q)
			T0:
				if (~Run) Tstep_D = T0;
				else Tstep_D = T1;
	 		T1:
				if (Done) Tstep_D = T0;
				else Tstep_D = T2;
			T2: 
 				Tstep_D = T3;
			T3: 
 				Tstep_D = T0;
		endcase
	end
  	parameter mv = 4'b0000, mvi = 4'b0001, add = 4'b0010, sub = 4'b0011, storex=4'b0100,loadex=4'b0101,mvnzex=4'b0110,shftex=4'b0111,orex=4'b1000,andex=4'b1001;
	always @(Tstep_Q or I or Xreg or Yreg)
	begin
		Done = 1'b0; Ain = 1'b0; Gin = 1'b0; Gout = 1'b0; AddSub = 1'b0;
		IRin = 1'b0; DINout = 1'b0; Rin = 8'b0; Rout = 8'b0;ADDRin = 1'b0;
		incr_pc = 1'b0;W_D = 1'b0;
		case (Tstep_Q)
			T0: 
				begin
					IRin = 1'b1;
				end
			T1:   
				case (I)
					mv: 
					begin
						Rout = Yreg;
						Rin = Xreg;
						Done = 1'b1;
					end
					mvi: 
					begin
						DINout = 1'b1;
						Rin = Xreg; 
						Done = 1'b1;
					end
					add, sub: 
					begin
						Rout = Xreg;
						Ain = 1'b1;
					end
					loadex:  
					begin
						Rout = Yreg;
						ADDRin = 1'b1;
					end
					storex:  
					begin
						Rout = Xreg;
						DOUTin = 1'b1;
					end
					mvnzex:  
					begin
						if (G != 0) begin
						Rout = Yreg;
						Rin = Xreg;
					end
					Done = 1'b1;
					end		
				endcase
			T2:   
				case (I)
					add: 
					begin
						Rout = Yreg;
						Gin = 1'b1;
					end
					sub: 
					begin
						Rout = Yreg;
						AddSub = 1'b1;
						Gin = 1'b1;
					end
					loadex:  
					begin
						DINout = 1'b1;
						Rin = Xreg;
						Done = 1'b1;
					end
					storex:  
					begin
						Rout = Yreg;
						ADDRin = 1'b1;
						W_D = 1'b1;
					end
					andex:
					begin
						Rout = Yreg;
						AddSub = 1'b1;
						Gin = 1'b1;
					end
					orex:
					begin
						Rout = Yreg;
						Gin = 1'b1;
					end
					shftex:
					begin
						Rout = Yreg;
						Rin = Xreg;
						Done = 1'b1;
					end
				endcase
			T3:  
				case (I)
					add, sub: 
					begin
						Gout = 1'b1;
						Rin = Xreg;
						Done = 1'b1;
					end
				endcase
		endcase
	end	
	always @(posedge Clock, negedge Resetn)
		if (!Resetn)
			Tstep_Q <= T0;
		else
			Tstep_Q <= Tstep_D;
	regn reg_0 (BusWires, Rin[0], Clock, R0);
	regn reg_1 (BusWires, Rin[1], Clock, R1);
	regn reg_2 (BusWires, Rin[2], Clock, R2);
	regn reg_3 (BusWires, Rin[3], Clock, R3);
	regn reg_4 (BusWires, Rin[4], Clock, R4);
	regn reg_5 (BusWires, Rin[5], Clock, R5);
	regn reg_6 (BusWires, Rin[6], Clock, R6);
	regn reg_7 (BusWires, Rin[7], Clock, R7);
	regn reg_A (BusWires, Ain, Clock, A);
	regn #(.n(9)) reg_IR (DIN[15:7], IRin, Clock, IR);
	always @(AddSub or A or BusWires)
		begin
		if (!AddSub)
			Sum = A + BusWires;
	    else
			Sum = A - BusWires;
		end
		always @(shftex or A or BusWires)
      		if (!shftex)begin
           		Sum = A < BusWires;
        	end	
     	always @(andex or A or BusWires)
      		if (!andex)begin
           		Sum = A < BusWires;
       		end	
     	always @(orex or A or BusWires)
      		if (!orex)begin
           		Sum = A < BusWires;
        	end	      
     	always @(storex or A or BusWires)
		if (!storex)begin
	    		Sum = A < BusWires;
		end
     	always @(loadex or A or BusWires)
		if (!loadex)begin
	    		Sum = A < BusWires;
		end
   	always @(mvnzex or A or BusWires)
		if (!mvnzex)begin
	    		Sum = A < BusWires;
        	end
	regn reg_G (Sum, Gin, Clock, G);
	assign Sel = {Rout, Gout, DINout};
	always @(*)
	begin
		if (Sel == 10'b1000000000)
			BusWires = R0;
   	else if (Sel == 10'b0100000000)
			BusWires = R1;
		else if (Sel == 10'b0010000000)
			BusWires = R2;
		else if (Sel == 10'b0001000000)
			BusWires = R3;
		else if (Sel == 10'b0000100000)
			BusWires = R4;
		else if (Sel == 10'b0000010000)
			BusWires = R5;
		else if (Sel == 10'b0000001000)
			BusWires = R6;
		else if (Sel == 10'b0000000100)
			BusWires = R7;
		else if (Sel == 10'b0000000010)
			BusWires = G;
   	else BusWires = DIN;
	end	
endmodule
module dec3to8(W, En, Y);
	input [2:0] W;
	input En;
	output [0:7] Y;
	reg [0:7] Y;
	always @(W or En)
	begin
		if (En == 1)
			case (W)
				3'b000: Y = 8'b10000000;
	   	   3'b001: Y = 8'b01000000;
				3'b010: Y = 8'b00100000;
				3'b011: Y = 8'b00010000;
				3'b100: Y = 8'b00001000;
				3'b101: Y = 8'b00000100;
				3'b110: Y = 8'b00000010;
				3'b111: Y = 8'b00000001;
			endcase
		else 
			Y = 8'b00000000;
	end
endmodule
module regn(R, Rin, Clock, Q);
	parameter n = 16;
	input [n-1:0] R;
	input Rin, Clock;
	output [n-1:0] Q;
	reg [n-1:0] Q;
	always @(posedge Clock)
	 	if (Rin)
			Q <= R;
endmodule
==> flow/run.sh <==
#!/bin/bash
# OpenROAD 26Q1-2900-gdf79404cd8, Yosys 0.63+post, stock flow scripts
make -C /OpenROAD-flow-scripts/flow DESIGN_CONFIG=/design/flow/config.mk WORK_HOME=/design/flow/orfs finish
==> flow/config.mk <==
export PLATFORM = sky130hd
export DESIGN_NAME = proc
export DESIGN_NICKNAME = proc
export VERILOG_FILES = /design/flow/design.v
export SDC_FILE = /design/flow/constraint.sdc
export NUM_CORES = 4
export LEC_CHECK = 1
export CORE_UTILIZATION = 40
==> flow/constraint.sdc <==
current_design proc

set clk_period 12.7
set clk_io_pct 0.2

create_clock -name clk0 -period $clk_period [get_ports {Clock}]

set non_clock_inputs [all_inputs -no_clocks]
set_input_delay [expr $clk_period * $clk_io_pct] -clock clk0 $non_clock_inputs
set_output_delay [expr $clk_period * $clk_io_pct] -clock clk0 [all_outputs]
==> impl_metrics.py <==
# Generated from Yosys and OpenROAD reports
metrics = {
    "status": {
        "status": "finished clean",
    },
    "layout": {
        "final_cell_mix": "169 x edfxtp_1, 74 x nor2_1, 51 x nand2_1",
        "fin_cells": 1109,
        "final_common_cell": "edfxtp_1",
        "drive_gt1_share_pct": 13.0,
        "area_growth_pct": 15.1,
    },
    "synthesis": {
        "numSynthFlops": 189,
        "synth-edff-count": 169,
        "synthFlopType": "edfxtp_1",
        "avgSynthCellArea_um2": 12.2,
        "synthArstFlopShare_pct": 2.12,
        "syn-cell-area_um2": 9240,
        "top_cell_area_share_pct": 54.9,
        "ys_cells": 760,
        "ys_seq_share_pct": 59.5,
        "top_cells_by_area": "edfxtp_1 55%, dfxtp_1 3.5%, nor2_1 3.0%",
        "synth_cells": 760,
        "ys_types": 90,
        "yosys_warnings": 4,
        "synth_top_cell_by_area": "edfxtp_1",
        "yosysChipArea_um2": 9240,
    },
    "critical_path": {
        "rrSetupSlack_ps": 5130,
        "worstSetupStartpointType": "register",
        "worstSetupEndpointType": "primary output",
        "crit_arrival_ps": 5130,
        "crit_type": "reg2out",
        "regToRegEndpoint": "reg_G.Q[15]",
        "reg2regPathDepth": 26,
        "critPathRequiredTime_ps": 10160,
        "critical_path.max_fanout": 19,
        "rr_startpoint": "reg_G.Q[8]",
    },
    "placed_design": {
        "io_buffers": 35,
        "hpwlAfterDp_mm": 16.8,
        "place.gp.congestion": 0.929,
        "dp_cells": 1078,
        "place_ws_ps": 5360,
    },
    "routing": {
        "vias": 6506,
        "drc": 0,
        "dr.pass1.iters": 5,
        "routedWlPerCell_um": 21.8,
        "n_antenna_cell": 0,
        "ant_nets": 0,
        "vias_per_cell": 5.87,
        "drt-initial-drc-count": 526,
        "routed_wl_mm": 24.2,
    },
    "pwr": {
        "peakVddDrop_mv": 0.0925,
        "power_per_cell_area_nw_per_um2": 151,
        "clkPwrFrac_pct": 33.4,
        "leakagePower_nw": 3.63,
        "p_sw_share_pct": 27.7,
        "p_comb_share_pct": 20.2,
        "seq_power_share_pct": 46.4,
        "power_w": 0.00160,
        "intPower_w": 0.00116,
        "switchingPower_w": 0.000445,
    },
    "final_timing": {
        "max-slew-margin-rel_pct": 30.6,
        "tns_ps": 0,
        "period_minus_slack_ps": 7670,
        "slew_violations": 0,
        "hold_viol": 0,
        "max_freq_ghz": 0.130,
        "finalSetupViolCount": 0,
        "final.period_utilization_pct": 60.4,
        "tightest_slew_ps": 1030,
        "clock_skew_ps": 11.6,
        "rsz0062_at_grt": "no",
        "postLayoutSetupSlackWorst_ps": 5030,
    },
    "job": {
        "drv_cap": 0,
        "warnings": 25,
    },
    "floorplan": {
        "core_area_um2": 22600,
        "fp.dieH_um": 154,
        "placementRows": 55,
        "die_x_um": 154,
        "pin_count": 36,
        "die-area_um2": 23700,
        "fp_util_pct": 40.8,
    },
    "clocking": {
        "post_cts_buffers": 0,
        "cts_buffers": 17,
        "ctsResizeCount": 0,
        "cts_tree": "built",
        "clock-sinks": 189,
        "clk_latency_ps": 430,
        "clockRootBuffer": "clkbuf_16",
        "postCtsHoldBufs": 0,
        "htree_levels": 4,
        "cts_buffer_depth": 2,
        "clk_pin_slew_ps": 70,
    },
    "min_path": {
        "worstHoldEndpoint": "Tstep_Q[3]",
        "hold_class": "reg2reg",
        "hold_start": "Tstep_Q[1]",
        "whs_path_depth": 0,
    },
    "grt": {
        "first_global_vias": 6176,
        "grt_use_total_pct": 22.4,
        "antenna_found_initial": 0,
        "grt_overflow": 0,
        "grt_first_pass_wirelength_mm": 37.0,
        "grt_start_max_net_pins": 30,
    },
}
==> metrics by stage <==
| stage | hold slack [ps] | util, % | instance area [um^2] |
|---|---|---|---|
| final | 566 | 47.0 | 10600 |
| after global routing | 587 | 47.0 | 10600 |
| after CTS | 568 | 47.0 | 10600 |
| after detailed placement | 557 | 44.3 | 10000 |
| after global placement | 554 | 44.3 | 10000 |
| after floorplan | 473 | - | 9240 |
==> how the worst max path moves through the flow <==
stage	startpoint	end	slack, ps	cells after the start
6_report	reg_G.Q[8]	BusWires[9]	5030	12
5_1_grt	reg_G.Q[8]	reg_G.Q[15]	4470	26
4_1_cts	reg_G.Q[8]	BusWires[9]	5100	12
==> cell usage after synthesis (all sizes together) (7+ instances only) <==
cell type / n
edfxtp: 169
nor2: 76
nand2: 51
a21oi: 39
o21ai: 30
inv: 29
nor3: 25
xnor2: 18
clkbuf: 17
a31oi: 16
dfxtp: 16
ha: 16
nor2b: 14
or3: 14
buf: 13
nand3: 13
nor4: 13
a211oi: 11
o31ai: 11
o22ai: 9
a222oi: 8
o22a: 8
a221oi: 7
a22oi: 7
o211ai: 7
==> logic make-up after synthesis <==
| family | Yosys count | share of synthesized area, % |
|---|---|---|
| mux | 9 | 1.03 |
| flops | 189 | 59.5 |
| xor+xnor | 24 | 2.48 |
| simple gates | 252 | 14.4 |
| buf+inv | 59 | 2.83 |
| fa+ha+maj | 17 | 2.38 |
| compound gates | 210 | 17.4 |
==> cell type report <==
| cell class | count | area (um^2) |
|---|---|---|
| clock buffer | 17 | 425 |
| clock inverter | 14 | 178 |
| fill | 1980 | 12000 |
| inverter | 29 | 109 |
| multi-input combinational | 512 | 3510 |
| sequential | 189 | 5500 |
| tap | 285 | 357 |
| timing repair buffer | 63 | 561 |
==> power groups by stage <==
stage | Sequential, W | Combinational, W | Clock [W]
finish | 0.000745 | 0.000324 | 0.000536
CTS | 0.000745 | 0.000326 | 0.000548
global route | 0.000747 | 0.000359 | 0.000572
==> metal layers <==
metal / share of wire, % / vias to the layer above / wire [um] / track usage (%)
li1: - / 3067 / - / -
met4: 2.3 / 0 / 562 / 4.24
met3: 10 / 25 / 2530 / 10.2
met5: 0 / - / 0 / 0
met1: 42 / 3128 / 10100 / 32.3
met2: 45 / 286 / 11000 / 33.1
==> worst max-delay path, cell delays in order (launching register included) <==
cell             delay (ps)
edfxtp_1                420
nor4_1                  480
nand4_1                 390
or3_1                   630
a32oi_1                 400
nor2_2                   50
buf_4                   210
or3_1                   540
nor4_1                  440
a211o_1                 200
nor2_1                   70
inv_1                   300
clkdlybuf4s50_1         540
Power and IR drop assume default switching activity.
